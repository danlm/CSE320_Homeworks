$ cat design.v
module alu_add
	#(parameter WORD_WIDTH = 32)
    (input  wire [WORD_WIDTH-1:0] a,
	  input  wire [WORD_WIDTH-1:0] b,
	  output wire                  cout,
	  output wire [WORD_WIDTH-1:0] sum);
	wire [(WORD_WIDTH/16):0] carry;
	wire [(WORD_WIDTH/16)-1:0] c0, c1;
	wire [WORD_WIDTH-1:0] s0, s1;
	wire [WORD_WIDTH-1:0] P;
	wire [WORD_WIDTH-1:0] G;
	assign carry[0] = 0;
	assign cout = carry[WORD_WIDTH/16];
	genvar i;
	generate 
		for (i = 0; i < (WORD_WIDTH/16); i = i + 1) begin: CSA_32x16
				p_and_g_16
					i_p_and_g_16_CSA(
						.A(a[16*i+15:16*i]),
						.B(b[16*i+15:16*i]),
						.P(P[16*i+15:16*i]),
						.G(G[16*i+15:16*i]));
				cp_16
					i_cp_16_0_CSA(
						.P(P[16*i+15:16*i]),
						.G(G[16*i+15:16*i]),
						.Cin(1'b0),
						.Cout(c0[i]),
						.Sum(s0[16*i+15:16*i]));
				cp_16
					i_cp_16_1_CSA(
						.P(P[16*i+15:16*i]),
						.G(G[16*i+15:16*i]),
						.Cin(1'b1),
						.Cout(c1[i]),
						.Sum(s1[16*i+15:16*i]));
			assign carry [i+1] = carry[i] ? c1[i] : c0[i];	
			assign sum [16*i+15:16*i] = carry[i] ? s1[16*i+15:16*i]:s0[16*i+15:16*i];
		end
	endgenerate
endmodule
`timescale 1ns / 1ps
module cp(
	input wire P,
	input wire G,
	input wire Cin,
	output reg COut,
	output reg Sum
    );
	always@*
		COut = G | (P & Cin);
	always@*
		Sum = P ^ Cin;
endmodule
`timescale 1ns / 1ps
module cp_16
	#(parameter WIDTH = 16)
	(input [WIDTH - 1:0] P,
    input [WIDTH - 1:0] G,
    input Cin,
    output Cout,
    output [WIDTH - 1:0] Sum
    );
	wire [WIDTH:0] carry;
	assign carry[0] = Cin;
	genvar i;
	generate for(i = 0; i < WIDTH; i = i+1) begin: cp_16
			cp 
				i_cp_b16(
				.P(P[i]),
				.G(G[i]),
				.Cin(carry[i]),
				.COut(carry[i+1]),
				.Sum(Sum[i]));
		end
	endgenerate
	assign Cout = carry[WIDTH];
endmodule
`timescale 1ns / 1ps
module p_and_g(
    input wire A,
    input wire B,
    output reg P,
    output reg G
    );
	always@*
		P = A ^ B;
	always@*
		G = A & B;
endmodule
`timescale 1ns / 1ps
module p_and_g_16
	#(parameter WIDTH = 16)
	(input wire [WIDTH - 1:0] A,
	input wire [WIDTH - 1:0] B,
	output wire [WIDTH - 1:0] P,
	output wire [WIDTH - 1:0] G);
	genvar i;
	generate for(i = 0; i < WIDTH; i = i+1) begin: p_and_g_16
			p_and_g 
				i_p_and_g_b16(
				.A(A[i]),
				.B(B[i]),
				.P(P[i]),
				.G(G[i]));
		end
	endgenerate
endmodule
$ cat run.sh
#!/bin/bash
# OpenROAD 26Q1-2900-gdf79404cd8, Yosys 0.63+post, stock flow scripts
make -C /OpenROAD-flow-scripts/flow DESIGN_CONFIG=/design/flow/config.mk WORK_HOME=/design/flow/orfs finish
$ cat config.mk
export PLATFORM = sky130hd
export DESIGN_NAME = alu_add
export DESIGN_NICKNAME = alu_add
export VERILOG_FILES = /design/flow/design.v
export SDC_FILE = /design/flow/constraint.sdc
export NUM_CORES = 4
export LEC_CHECK = 1
export CORE_AREA = 10 10 83 83
export DIE_AREA = 0 0 93 93
$ cat constraint.sdc
current_design alu_add

set clk_period 37.2
set clk_io_pct 0.2

create_clock -name clk0 -period $clk_period

set non_clock_inputs [all_inputs -no_clocks]
set_input_delay [expr $clk_period * $clk_io_pct] -clock clk0 $non_clock_inputs
set_output_delay [expr $clk_period * $clk_io_pct] -clock clk0 [all_outputs]
==> GITHUB_STEP_SUMMARY <==
### Metrics collected by this job

| Metric | Value |
|---|---|
| Status | completed |
| Startpoint types | primary input |
| Postcts setup bufs | 0 |
| Max incr delay on CP | 0.48 ns |
| Sequential power share | 0 |
| Total track usage | 0.0775 |
| Measured slew at the worst slew-check pin | 0.152 ns |
| Number of hold violations in the final report | 0 |
| Non-Filler Instances | 210 |
| TNS Setup | 0 ns |
| Resized cells post-CTS | 0 |
| Die area | 8650 um^2 |
| CTS Hold Bufs | 0 |
| Total gr overflow | 0 |
| Pwr per Cell Area | 16.7 nW/um^2 |
| Max Fclk | 35.5 MHz |
| Placed insts | 210 |
| RD Place Congestion | 0.799 |
| Fillcell total | 520 |
| Largest net degree at the start of global routing | 4 |
| Net Switching | 7.75 uW |
| Most common cell on crit path | fa_1 |
| Max-cap violation count | 0 |
| Iteration tally of the first detailed-router pass | 1 |
| Hold Path Class | primary input to primary output |
| Die height | 93 um |
| Critical path's slowest cell | clkdlybuf4s50_1 |
| Remaining DRCs | 0 |
| Yosys stat chip area | 802 um^2 |
| CP Capture Type | primary output |
| Floorplan core density | 0.156 |
| Tool warnings | 33 |
| WS Path Type | primary input to primary output |
| Post-synth seq share | 0 |
| Sw Ratio | 0.267 |
| Comb gate area | 656 um^2 |
| Avg Cell Area, Syn | 13.6 um^2 |
| Row cnt | 26 |
| Crit-path max FO | 3 |
| Final wirelength | 3.36 mm |
| Period utilization | 0.758 |
| Placeable Area | 5140 um^2 |
| Hpwl dp | 3.32 mm |
| Crit path time final | 28.20 ns |
| Via count | 754 |
| Worst hold slack | 15.93 ns |
| Final setup viols | 0 |
| Worst VDD drop | 0.00635 mV |
| Post-DRT Antenna Nets | 0 |
| Fraction of layout cells with a size suffix above 1 | 0 |
| Vias in the first global route | 941 |
| Rel. slew slack | 0.898 |
| Distinct lib cells | 7 |
| Top-level I/O count | 97 |
| First-pass GRT wire length | 5.24 mm |
| Register area | 0 um^2 |
| CP Data Required Time | 29.76 ns |
| Routed vias/inst | 3.59 |
| N_diodes | 0 |
| Mapped Cells | 59 |
| RSZ-0062 raised after global routing | no |
| WL/cell | 16.0 um |
| Comb power frac | 1.000 |
| Clk pwr share | 0 |
| Pint | 21.3 uW |
| Buffers on Ports | 97 |
| Flop count | 0 |
| First DRT Iteration DRCs | 0 |
| Mapped Area | 802 um^2 |
| Crit path arrival time | 20.76 ns |
| Chip width | 93 um |
| Initial antenna violation count | 0 |
| Static leakage | 0.000668 uW |
| # clk buffers | 0 |
| # Cells Yosys | 59 |
| Layout area overhead | 117% |
| Yosys warning total | 2 |
| Max-slew violation count | 0 |
cells in the final DEF (no fill, tap or decap), drive strengths merged:
cell type and count:
a21oi 1, fa 30, nor2 1, clkdlybuf4s50 97, ha 3, xor2 1
inv 7
worst paths after layout:
kind | start | endpoint | slack (ns) | depth (start not counted)
min | b[0] | sum[0] | 15.93 | 3
max | a[0] | sum[31] | 9.00 | 37
area by class of cell:
type,instances,area share
repair buffers,97,0.558
multi-input cells,36,0.377
well taps,70,0.0503
inverters,7,0.0151
cells by family after synthesis:
| kind of cell | synth area share |
|---|---|
| compound gates | 0.00623 |
| xor+xnor | 0.0109 |
| fa+ha+maj | 0.796 |
| buf+inv | 0.183 |
| simple gates | 0.00468 |
cells in the mapped netlist:
cell      n  share of area
a21oi_1   1         0.0062
buf_4    16           0.15
fa_1     30           0.75
ha_1      3          0.047
inv_1     7          0.033
nor2_1    1         0.0047
xor2_1    1          0.011
metrics by stage:
stage                     utilization  cell area, um^2  total power [uW]  setup slack (ns)
final                           0.339             1740              29.0              9.00
after global routing            0.339             1740              33.2              8.54
after CTS                       0.339             1740              30.0              8.94
after detailed placement        0.339             1740              29.7              8.97
after global placement          0.339             1740              29.8              9.01
after floorplan                     -              802              8.47             10.48
power by group through the flow:
| stage | clock network (uW) | registers (uW) | logic [uW] |
|---|---|---|---|
| CTS | 0 | 0 | 30.0 |
| global route | 0 | 0 | 33.2 |
| finish | 0 | 0 | 29.0 |
critical path: cells and delay by family:
family / cells / cell delay [ns]
buf+inv: 4 / 1.03
simple gates: 1 / 0.10
fa+ha+maj: 31 / 12.12
compound gates: 1 / 0.06
layer usage:
layer / up-vias / track usage / share of wire
met1: 340 / 0.0894 / 0.38
li1: 319 / - / -
met2: 95 / 0.114 / 0.37
met4: 0 / 0 / 0
met3: 0 / 0.0679 / 0.25
met5: - / 0 / 0
No activity file was given, so power comes from the tool's default toggle rates.
