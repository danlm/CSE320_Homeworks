==> design.v <==
`timescale 1ns / 1ps
module p_and_g(
    input wire A,
    input wire B,
    output reg P,
    output reg G
    );
	always@*
		P = A ^ B;
	always@*
		G = A & B;
endmodule
`timescale 1ns / 1ps
module p_and_g_32
	#(parameter WIDTH = 32)
	(input wire [WIDTH - 1:0] A,
	input wire [WIDTH - 1:0] B,
	output wire [WIDTH - 1:0] P,
	output wire [WIDTH - 1:0] G);
	genvar i;
	generate for(i = 0; i < WIDTH; i = i+1) begin: p_and_g_32
			p_and_g 
				i_p_and_g_b32(
				.A(A[i]),
				.B(B[i]),
				.P(P[i]),
				.G(G[i]));
		end
	endgenerate
endmodule
==> run.sh <==
#!/bin/bash
# OpenROAD 26Q1-2900-gdf79404cd8, Yosys 0.63+post, stock flow scripts
make -C /OpenROAD-flow-scripts/flow DESIGN_CONFIG=/design/flow/config.mk WORK_HOME=/design/flow/orfs finish
==> config.mk <==
export PLATFORM = sky130hd
export DESIGN_NAME = p_and_g_32
export DESIGN_NICKNAME = p_and_g_32
export VERILOG_FILES = /design/flow/design.v
export SDC_FILE = /design/flow/constraint.sdc
export NUM_CORES = 4
export LEC_CHECK = 1
export CORE_AREA = 10 10 70 70
export DIE_AREA = 0 0 80 80
==> constraint.sdc <==
current_design p_and_g_32

set clk_period 1.0
set clk_io_pct 0.2

create_clock -name clk0 -period $clk_period

set non_clock_inputs [all_inputs -no_clocks]
set_input_delay [expr $clk_period * $clk_io_pct] -clock clk0 $non_clock_inputs
set_output_delay [expr $clk_period * $clk_io_pct] -clock clk0 [all_outputs]
==> run notes <==
For the total wire length, the log shows 3450 µm. The sequential cells in the finished layout cover a total of 0 µm². The share of synthesized area in the top cell type comes to 54.5%. Sequential share of power: 0%.

The layout has 0 clock buffers. Critical path capture point type: an output port. The run gives 2 for the maximum number of pins on one net before global-route repair. The power density over the cells was 313 nW/µm²; the sequential cell area fraction in the yosys report was 0%.

Per the synthesis report, the dominant area consumer among library cells is sky130_fd_sc_hd__buf_4. The largest fanout of any net on the critical path is 1, and the standby leakage power is 0.849 nW. The kind of start point of the critical path is an input port. The buffer count from post-CTS setup fixing is 0. According to the floorplan log, the row count is 21.

In the final report, the number of hold violations comes to 0. As logged by OpenROAD, the buffers inserted on ports number 128. The final report lists a non-filler cell total of 206. The share of the clock period used by the worst path came out at 99.1%.

Cell count in the Yosys report: 96. The detail route stage leaves a number of antenna-violating nets equal to 0. The run gives 541 µW as the power consumption. TritonRoute output was used to compute an average wire per cell of 16.7 µm. The global routing report lists combined usage of all routing layers as 9.77%. The die is 80 µm wide.

The run gives 80 µm for the die height. The run gives 676 ps for the minimum hold slack. Per the cell usage report, the commonest logic cells after layout are sky130_fd_sc_hd__buf_2, sky130_fd_sc_hd__clkdlybuf4s15_1, sky130_fd_sc_hd__dlygate4sd2_1.

OpenROAD warning count: 33. After floorplanning, the core was sized to cover 3420 µm². The category of the most critical setup path is in2out.

The wire-length estimate of the detail-placed layout is 3090 µm. The floorplan step records an initial core utilization of 25.8%. The number of antenna violations at the first check in global routing was 0; the number of iterations in the first detailed-routing pass was 2.

Logged for this run, the post-placement worst setup slack is -570 ps. The number of global-route vias before repair is 951, and the pin slew with the least headroom to its limit is 111 ps. The number of setup violations in the final report came out at 0.

Synthesis produced 96 cells. The area figure in the yosys stat output came out at 881 µm². By area the synthesized netlist is led by sky130_fd_sc_hd__buf_4, sky130_fd_sc_hd__ha_1.

Combinational logic is responsible for 100.0% of the overall power. The post-route minimum period was 991 ps. The power report shows net switching accounting for 32.5% of the total. The number of maximum-capacitance violations recorded for the run is 0. Across all layers, the routed design uses 815 vias. Per the GRT congestion report, total overflow comes to 0.

The number of sequential storage elements is 0. Per the placement report, the placed cell count is 206. The first global-routing pass estimated 5050 µm of wire.

Layout filler cell count: 317. The run gives 1 as the yosys synthesis warning count. Total net switching power: 176 µW. For the internal power summed over all cells, the log shows 365 µW. The run gives 800 ps as the data required time at the worst endpoint.

Averaged over all synthesized cells, the footprint is 9.18 µm². The synthesized netlist occupies a cell area of 881 µm². The tools report the final routed DRC violation total as 0.

The violation count after the first detailed-route iteration is 1, and the share of final-layout standard cells stronger than drive strength 1 is 62.5%. The tools report the post-layout worst setup margin as 8.85 ps. Of the total power, the clock network draws 0%. Setup repair after global routing left no endpoint under its margin.

The worst-case IR drop observed on VDD is 0.000180 V. Routability-driven placement finished with a final weighted congestion of 0.787. The layout overhead on the synthesized area was 96.3%. Derived from the worst setup path, the maximum achievable clock frequency is 1.01 GHz.

The flow ran to the end, and the final reports show no timing, DRC or antenna violations. The total die size came out at 6400 µm². The normalized max-slew margin was 92.6%.

The worst min-delay path class was in2out. The routed design shows a via density per instance of 3.96. Per the cell usage report, the commonest logic cell in the layout is sky130_fd_sc_hd__buf_2. The logs give 0 for the final-report max-slew violation count and 790 ps for the data arrival time of the worst path.

With the final antenna diode count at 0, the count of hold-fix buffers inserted at cts is 0. The number of different library cells used by synthesis comes to 2. The I/O pin count came out at 128.
==> cell usage after synthesis <==
cell type	instances
sky130_fd_sc_hd__buf_4	64
sky130_fd_sc_hd__ha_1	32
==> metal layers <==
metal  share of wire, %  GRT usage [%]  routed length, µm  vias to the layer above
met5                  0              0                  0                        -
met4               0.61          0.704                 21                        0
met3                 15           5.57                529                        2
met2                 51           18.3               1760                       67
met1                 33           9.36               1140                      362
li1                   -              -                  -                      384
==> cell families after synthesis <==
| group | synth area share, % |
|---|---|
| fa+ha+maj | 45.5 |
| buf+inv | 54.5 |
==> power by group through the flow <==
stage,combinational (mW),clock [mW],sequential [mW]
after CTS,0.581,0,0
final,0.541,0,0
after global routing,0.634,0,0
==> critical path: stages <==
cell                              delay [ps]
sky130_fd_sc_hd__clkdlybuf4s15_2         200
sky130_fd_sc_hd__ha_4                    150
sky130_fd_sc_hd__dlygate4sd2_1           240
==> area by class of cell <==
class	count	area, µm²	area share (%)
timing repair buffer	128	951	55.0
tap	46	57.6	3.33
multi-input combinational	32	721	41.7
==> metrics by stage <==
step | utilization (%) | area (µm²) | TNS [ps]
2_1_floorplan | - | 881 | 0
3_3_place_gp | 50.9 | 1740 | -32600
3_5_place_dp | 50.9 | 1740 | -32860
4_1_cts | 53.8 | 1840 | -20.0
5_1_grt | 50.6 | 1730 | 0
6_report | 50.6 | 1730 | 0
==> what timing repair did <==
action / 4_1_cts / 5_1_grt
hold endpoints to repair: 0 / 0
endpoints found under the setup margin: 64 / 22
resized: 347 / 29
pin swaps: 29 / 3
==> worst paths after layout <==
| check | cells past startpoint | from | slack, ps | to |
|---|---|---|---|---|
| worst min-delay path | 3 | A[3] | 680 | P[3] |
| worst max-delay path | 3 | B[13] | 9 | G[13] |
Power and IR drop assume default switching activity.
