### design.v
`timescale 1ns / 1ps
module cp(
	input wire P,
	input wire G,
	input wire Cin,
	output reg COut,
	output reg Sum
    );
	always@*
		COut = G | (P & Cin);
	always@*
		Sum = P ^ Cin;
endmodule
`timescale 1ns / 1ps
module cp_32
	#(parameter WIDTH = 32)
	(input [WIDTH - 1:0] P,
    input [WIDTH - 1:0] G,
    input Cin,
    output Cout,
    output [WIDTH - 1:0] Sum
    );
	wire [WIDTH:0] carry;
	assign carry[0] = Cin;	
	genvar i;
	generate for(i = 0; i < WIDTH; i = i+1) begin: cp_32
			cp 
				i_cp_b32(
				.P(P[i]),
				.G(G[i]),
				.Cin(carry[i]),
				.COut(carry[i+1]),
				.Sum(Sum[i]));
		end
	endgenerate
	assign Cout = carry[WIDTH];
endmodule
### run.sh
#!/bin/bash
# OpenROAD 26Q1-2900-gdf79404cd8, Yosys 0.63+post, stock flow scripts
make -C /OpenROAD-flow-scripts/flow DESIGN_CONFIG=/design/flow/config.mk WORK_HOME=/design/flow/orfs finish
### config.mk
export PLATFORM = sky130hd
export DESIGN_NAME = cp_32
export DESIGN_NICKNAME = cp_32
export VERILOG_FILES = /design/flow/design.v
export SDC_FILE = /design/flow/constraint.sdc
export NUM_CORES = 4
export LEC_CHECK = 1
export CORE_AREA = 10 10 74 74
export DIE_AREA = 0 0 84 84
### constraint.sdc
current_design cp_32

set clk_period 14.0
set clk_io_pct 0.2

create_clock -name clk0 -period $clk_period

set non_clock_inputs [all_inputs -no_clocks]
set_input_delay [expr $clk_period * $clk_io_pct] -clock clk0 $non_clock_inputs
set_output_delay [expr $clk_period * $clk_io_pct] -clock clk0 [all_outputs]
==> results.sh <==
# flow metrics
export IMPL_status="finished, violations left"
export IMPL_failed_checks="negative setup slack"
export IMPL_cpMostUsedCell="or2_1"
export IMPL_cap_violations=0
export IMPL_ff_latch_area_um2=0
export IMPL_synth_top_cell_area_share=0.476
export IMPL_min_to="Cout"
export IMPL_grt_pass1_vias=924
export IMPL_cp_arrival_ps=14900
export IMPL_grt_pass1_wl_mm=4.69
export IMPL_dp_cells=212
export IMPL_nFlopsAndLatches=0
export IMPL_report_final_setup_viol=11
export IMPL_fmax_ghz=0.0565
export IMPL_rsz0062_at_grt="yes"
export IMPL_grt_total_usage=0.0796
export IMPL_required_ps=11200
export IMPL_area_leaders="ha_1 48%, buf_4 29%, or2_1 24%"
export IMPL_leakage_nw=0.685
export IMPL_synth_distinct_cells=3
export IMPL_synthCells=96
export IMPL_die_area_mm2=0.00706
export IMPL_critPathCaptureType="output pin"
export IMPL_busiest_layer="met1"
export IMPL_drive_above_1_share=0.278
export IMPL_layout_setup_ws_ps=-3700
export IMPL_yosys_area_top_type="ha_1"
export IMPL_min_path_type="input pin to output pin"
export IMPL_grt_max_degree=2
export IMPL_top_cells_by_count="32 x buf_4, 32 x ha_1, 32 x or2_1"
export IMPL_grtUsageMet2=0.0913
export IMPL_ys_chip_area_um2=841
export IMPL_rows=23
export IMPL_syn2layout_area_growth_pct=112
export IMPL_critPathMaxStageDelay_ps=250
export IMPL_nFillCells=359
export IMPL_hold_viol=0
export IMPL_ys_cells=96
export IMPL_drcViolationCount=0
export IMPL_globalplace_congestion=0.818
export IMPL_hp_start="G[31]"
export IMPL_avgSynthCellArea_um2=8.76
export IMPL_cp_slowest_cell="or2_4"
export IMPL_hold_buffers=0
export IMPL_final_antenna_net_count=0
export IMPL_dpl_hpwl_mm=2.82
export IMPL_grt_antenna_before_repair=0
export IMPL_min_period_over_period=1.26
export IMPL_ios=98
export IMPL_timing_final_crit_period_ps=17700
export IMPL_warnings=35
export IMPL_pre_cts_slack_ps=-4450
export IMPL_yosys_warnings=1
export IMPL_core_area_mm2=0.00397
export IMPL_ir_worst_vdd_mv=0.0117
export IMPL_finalMaxSlewViolations=0
export IMPL_cp_max_fo=1
export IMPL_syn_area_um2=841
export IMPL_nClkBuffers=0
export IMPL_die_y_um=84
export IMPL_start_kind="input pin"
export IMPL_use_met3=0.0827
export IMPL_hold_depth=3
export IMPL_n_antenna_cell=0
export IMPL_p_per_area_mw_per_mm2=30.4
export IMPL_fp_util=0.212
export IMPL_overflow=0
export IMPL_drt_iter0_drc=4
export IMPL_slew_limit_headroom=0.920
export IMPL_routed_wirelength_mm=2.97
export IMPL_wire_per_inst_um=14.0
export IMPL_final_cells=212
export IMPL_critical_path_buf_inv_count=2
export IMPL_dr_pass1_iters=2
export IMPL_grt_use_met1=0.104
export IMPL_path_delay_family="simple AND/OR/NAND/NOR gates"
export IMPL_crit_type="input pin to output pin"
export IMPL_postCtsSetupBuffers=0
export IMPL_num_vias=846
export IMPL_tightest_slew_ps=120
export IMPL_synth_seq_share=0
export IMPL_viasPerCell=3.99
export IMPL_io_buffers=98
export IMPL_die_w_um=84
-- where the power goes --
group,switching (mW),internal (mW),total [mW]
clock network,0,0,0
logic,0.0122,0.0421,0.0543
registers,0,0,0
total,0.0122,0.0421,0.0543
-- final cells by class --
class | instances | area (um^2) | area share
well taps | 50 | 62.6 | 0.0350
repair buffers | 98 | 971 | 0.543
multi-input cells | 64 | 753 | 0.422
-- per-stage QoR --
stage          utilization  setup TNS [ps]  instance area, um^2  hold WS, ps  total power, mW
2_1_floorplan            -          -18230                  931         5650           0.0236
3_3_place_gp         0.437          -32510                 1730         6600           0.0532
3_5_place_dp         0.437          -32980                 1730         6610           0.0536
4_1_cts              0.433          -27340                 1720         6230           0.0534
5_1_grt              0.450          -30270                 1790         6230           0.0616
6_report             0.450          -24800                 1790         6220           0.0543
-- worst max-delay path by stage --
| stage | start | endpoint | slack (ps) | depth (start not counted) |
|---|---|---|---|---|
| 4_1_cts | P[0] | Cout | -3810 | 66 |
| 5_1_grt | P[0] | Cout | -4210 | 66 |
| 6_report | P[0] | Cout | -3700 | 66 |
-- layout by cell type, fill, tap and decap left out, drive strengths merged --
cell,instances
clkbuf,3
buf,5
clkdlybuf4s50,88
or2,32
ha,32
dlymetal6s2s,1
dlygate4sd2,1
-- cells by family (layout without fill, tap and decap cells) --
| logic type | count (synthesis) | in the layout | share of synthesized area |
|---|---|---|---|
| buf+inv | 32 | 98 | 0.286 |
| fa+ha+maj | 32 | 32 | 0.476 |
| simple gates | 32 | 32 | 0.238 |
-- tightest hold or removal path, stage by stage --
cell	delay, ps
clkdlybuf4s50_1	450
or2_1	90
buf_2	80
-- per-layer routing --
layer | routed length (um) | part of all wire
met5 | 0 | 0
met4 | 0 | 0
met3 | 746 | 0.25
met2 | 852 | 0.29
met1 | 1380 | 0.46
-- what timing repair did --
item	4_1_cts	5_1_grt
pin swaps	17	2
setup endpoints to repair	13	13
hold endpoints to repair	0	0
resized	22	19
Power is estimated from default activity; no workload was simulated.
